<file path="config.mk">
export PLATFORM = sky130hd
export DESIGN_NAME = counter
export DESIGN_NICKNAME = counter
export VERILOG_FILES = /design/flow/design.v
export SDC_FILE = /design/flow/constraint.sdc
export NUM_CORES = 4
export LEC_CHECK = 1
export CORE_AREA = 10 10 70 70
export DIE_AREA = 0 0 80 80
</file>
<file path="constraint.sdc">
current_design counter

set clk_period 1.5
set clk_io_pct 0.2

create_clock -name clk0 -period $clk_period [get_ports {clk}]

set non_clock_inputs [all_inputs -no_clocks]
set_input_delay [expr $clk_period * $clk_io_pct] -clock clk0 $non_clock_inputs
set_output_delay [expr $clk_period * $clk_io_pct] -clock clk0 [all_outputs]
</file>
<file path="design.v">
`timescale 1ns / 1ps
module counter(
    input clk,
    input start, 
    output [3:0] out_val,
    input reset,
	 output done
    );
reg [3:0] val;
initial begin
	val=0;
end
assign done=(val==8)?1'b1:1'b0;
assign out_val=val;
always @(posedge clk) begin
	if ((start | ~(val==0))&~reset) begin
		if (val<8) begin
			val<=val+1; 
		end
		else begin
			val<=0;
		end
	end
	else val<=0;
end
endmodule
</file>
<file path="run.sh">
#!/bin/bash
# OpenROAD 26Q1-2900-gdf79404cd8, Yosys 0.63+post, stock flow scripts
make -C /OpenROAD-flow-scripts/flow DESIGN_CONFIG=/design/flow/config.mk WORK_HOME=/design/flow/orfs finish
</file>
==> results.sh <==
# physical design summary
export IMPL_status="completed"
export IMPL_initial_core_util_pct=5.46
export IMPL_syn_avg_cell_area_um2=9.32
export IMPL_row_count=21
export IMPL_antenna_found_initial=0
export IMPL_vias_per_cell=2.24
export IMPL_fmax_mhz=705
export IMPL_reg2reg_to="val[0]$_SDFF_PN0_"
export IMPL_final_cell_mix="clkdlybuf4s50_1, clkbuf_4"
export IMPL_cp_num_buf_inv=1
export IMPL_dpl_cell_count=75
export IMPL_layout_drive_gt1_share_pct=34.4
export IMPL_synth_warnings=1
export IMPL_drv_slew=0
export IMPL_grt_remaining_overflow=0
export IMPL_finalCritPeriodShare_pct=94.6
export IMPL_worst_pin_slew_ns=0.160
export IMPL_port_buffer_count=7
export IMPL_period_minus_slack_ns=1.42
export IMPL_fillers=404
export IMPL_rr_worst_depth=5
export IMPL_crit_type="reg -> out"
export IMPL_grt_pass1_vias=201
export IMPL_finClkSkew_ns=0.00371
export IMPL_flop_area_um2=82.6
export IMPL_htree_levels=1
export IMPL_synthCells=20
export IMPL_ir_drop_uv=119
export IMPL_fin_cells=78
export IMPL_end_kind="primary output"
export IMPL_clock_sinks=4
export IMPL_postRouteAntennaNets=0
export IMPL_final_setup_tns_ns=0
export IMPL_coreArea_mm2=0.00342
export IMPL_dieArea_mm2=0.00640
export IMPL_drt_iter0_drc=17
export IMPL_whs_path_depth=1
export IMPL_cts_tree="done"
export IMPL_largest_reg_flops=4
export IMPL_slew_headroom_pct=89.2
export IMPL_routedWlPerCell_um=6.82
export IMPL_setup_worst_path_start="val[2]$_SDFF_PN0_"
export IMPL_max_cap_viol_count=0
export IMPL_crit_required_ns=1.20
export IMPL_yosys_area_um2=186
export IMPL_warning_count=26
export IMPL_logic_area_um2=108
export IMPL_vias=175
export IMPL_crit_family="buffers and inverters"
export IMPL_lay_top_count="clkdlybuf4s50_1"
export IMPL_reg2reg_slack_ns=0.34
export IMPL_regMostFlops="val"
export IMPL_grt_pass1_wl_um=876
export IMPL_drc_errors=0
export IMPL_synth_cell_types=13
export IMPL_finalWirelength_um=532
export IMPL_max_stage_delay_ns=0.50
export IMPL_area_delta_synth_final_pct=101
export IMPL_r2r_start="val[0]$_SDFF_PN0_"
export IMPL_startpoint_type="flop"
export IMPL_post_cts_setup_buffers=0
export IMPL_yosysSeqAreaShare_pct=43.0
export IMPL_grtUsageTotal_pct=1.97
export IMPL_netlist_area_um2=186
export IMPL_cp_slowest_cell="clkdlybuf4s50_1"
export IMPL_hp_class="reg -> reg"
export IMPL_diodes=0
export IMPL_hold_path_endpoint="val[2]$_SDFF_PN0_"
export IMPL_post_dp_hpwl_um=442
export IMPL_report_power_total_mw=0.315
export IMPL_cts_reportedPaths_clkPinSlew_ns=0.04
export IMPL_clockRootBuffer="clkbuf_4"
export IMPL_first_pass_iters=2
export IMPL_cts_made_buffers=3
export IMPL_dieWidth_um=80
export IMPL_ios=8
export IMPL_globalplace_congestion=0.673
export IMPL_cp_max_fo=6
export IMPL_clockBufferDepth=2
export IMPL_grt_max_degree=7
export IMPL_yosysCellCount=20
export IMPL_hold_path_startpoint="val[3]$_SDFF_PN0_"
export IMPL_cp_arrival_ns=1.12
export IMPL_grt_setup_unrepaired="false"
export IMPL_finalHoldViolations=0
export IMPL_clkLatencyLatePin_ns=0.23
export IMPL_p_leak_nw=0.164
export IMPL_ys_flops=4
export IMPL_crit_path_cell_trace="clkdlybuf4s50_1"
export IMPL_die_y_um=80
export IMPL_powerDensity_mw_per_mm2=838
export IMPL_reg_top3="val: 4 flops"
export IMPL_finalSetupViolations=0
==> cell usage after synthesis <==
cell      n  share of area, %
nor3_1    1               2.7
and3b_2   1               5.4
nand3b_1  1               4.0
inv_1     3               6.0
or3_1     1               3.4
a211oi_1  1               4.0
nor2_1    2               4.0
dfxtp_1   4                43
nor3b_1   1               4.0
nand3_1   1               2.7
ha_1      2                13
nand2b_1  1               3.4
or2b_1    1               4.0
==> how the worst max path moves through the flow <==
stage / end / slack [ns] / cells after the start
final: out_val[2] / 0.08 / 1
after CTS: out_val[0] / 0.0002 / 2
after global routing: out_val[2] / 0.02 / 1
==> final cells by class <==
type / count / share of cell area [%]
timing repair buffer: 9 / 25.0
sequential: 4 / 22.0
tap: 46 / 15.3
multi-input combinational: 13 / 28.7
clock buffer: 3 / 6.00
inverter: 3 / 3.00
==> routing by layer <==
layer	GRT usage (%)	part of all wire [%]	vias to the layer above
li1	-	-	92
met4	0.352	0	0
met3	3.52	32	0
met1	1.93	39	71
met5	0	0	-
met2	1.85	29	12
==> cell families after synthesis <==
logic type | synth area share, %
buffers and inverters | 6.04
AND/OR/NAND/NOR | 33.6
adder cells (fa/ha/maj) | 13.4
flip-flops | 43.0
AND-OR/OR-AND | 4.03
==> power breakdown <==
part / total [mW] / switching, mW / internal (mW)
clock: 0.131 / 0.0416 / 0.0893
combinational: 0.0639 / 0.0248 / 0.0391
sequential: 0.120 / 0.00492 / 0.115
==> per-stage QoR <==
step                worst slack [ns]  instance area [um^2]  hold WS (ns)  utilization (%)
finish                        0.0815                   375         0.482             11.0
global route                  0.0218                   375         0.539             11.0
CTS                         0.000214                   364         0.487             10.7
detailed placement            0.0149                   329         0.480             9.63
global placement              0.0355                   329         0.469             9.63
floorplan                      0.339                   186         0.373                -
==> what timing repair did <==
item	CTS	global route
setup endpoints to repair	1	3
gates resized	6	5
pin swaps	2	1
hold buffers	0	0
No activity file was given, so power comes from the tool's default toggle rates.
