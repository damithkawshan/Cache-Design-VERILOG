[design.v]
`timescale 1ns / 1ps
module data_array(
    input [63:0] data_block,  
	 input [7:0] wdata,  
    output [7:0] rdata, 
	 input wr_en, 
    input update, 
    input [5:0] index, 
    input [2:0] offset, 
    input clk  
    );
reg [63:0] cache [63:0];  
function [7:0] read_mux(input [2:0] word_no,input [63:0] cache_line);  
    case(word_no)
        1:read_mux=cache_line[15:8];
        2:read_mux=cache_line[23:16];
        3:read_mux=cache_line[31:24];
        4:read_mux=cache_line[39:32];
        5:read_mux=cache_line[47:40];
        6:read_mux=cache_line[55:48];
        7:read_mux=cache_line[63:56];
        default:read_mux=cache_line[7:0];
    endcase
endfunction
function [63:0] write_mux(input [2:0] word_no,input [63:0] cache_line,input [7:0] data_in); 
    case(word_no)
        1:write_mux={cache_line[63:16],data_in,cache_line[7:0]};
        2:write_mux={cache_line[63:24],data_in,cache_line[15:0]};
        3:write_mux={cache_line[63:32],data_in,cache_line[23:0]};
        4:write_mux={cache_line[63:40],data_in,cache_line[31:0]};
        5:write_mux={cache_line[63:48],data_in,cache_line[39:0]};
        6:write_mux={cache_line[63:56],data_in,cache_line[47:0]};
        7:write_mux={data_in,cache_line[55:0]};
        default:write_mux={cache_line[63:8],data_in};
    endcase
endfunction
assign rdata=read_mux(offset,cache[index]);
always @(posedge clk) begin
	if(update) begin
        cache[index]<=data_block;  
    end
	 if (wr_en) cache[index]<=write_mux(offset,cache[index],wdata);  
end
endmodule
[constraint.sdc]
current_design data_array

set clk_period 79.0
set clk_io_pct 0.2

create_clock -name clk0 -period $clk_period [get_ports {clk}]

set non_clock_inputs [all_inputs -no_clocks]
set_input_delay [expr $clk_period * $clk_io_pct] -clock clk0 $non_clock_inputs
set_output_delay [expr $clk_period * $clk_io_pct] -clock clk0 [all_outputs]
[config.mk]
export PLATFORM = sky130hd
export DESIGN_NAME = data_array
export DESIGN_NICKNAME = data_array
export VERILOG_FILES = /design/flow/design.v
export SDC_FILE = /design/flow/constraint.sdc
export NUM_CORES = 4
export LEC_CHECK = 1
export CORE_UTILIZATION = 40
[run.sh]
#!/bin/bash
# OpenROAD 26Q1-2900-gdf79404cd8, Yosys 0.63+post, stock flow scripts
make -C /OpenROAD-flow-scripts/flow DESIGN_CONFIG=/design/flow/config.mk WORK_HOME=/design/flow/orfs finish
==> Changelog: implementation <==
### Physical design

- Vias in the first global route: about 95000
- Min-delay worst type: register to register
- WP data arrival: 23660 ps
- Syn avg cell area: between 15 and 20 sq um
- Outcome: completed
- Post CTS Setup Buffer Count: 0
- Biggest register: cache
- Total die size: between 0.3 and 0.4 sq mm
- EDFF count, synth: 4096
- CP startpoint: index[2]
- Pwr dens: 26.2 mW/mm^2
- Netlist cell types: about 85
- Logic area: 0.0300 sq mm
- P_sw: 1.04 mW
- CTS Buf Count: 401
- Crit path capture: rdata[0]
- Post-cts gate resize count: 0
- Setup Viol. Count Final: 0
- Clk_skew: between 70 and 80 ps
- Internal power: 3.60 mW
- R2R setup slack: 75080 ps
- Min-delay src: cache[0][30]$_DFFE_PP_
- Clock Latency Late Sink: between 900 and 1000 ps
- Layout cells sized above 1: between 10% and 20%
- Tot Pwr: about 4.6 mW
- Worst-path clk slew: about 60 ps
- Average via count per standard cell: 6.41
- Element type at the critical path start: input pin
- Yosys top cell by area: edfxtp_1
- Yosys warns: 1
- Registers, synthesis: just over 4000
- Setup TNS: 0 ps
- Switching Share: between 20% and 30%
- Via Count: 92000
- # H-tree levels: 5
- Synth Seq Share: 79.3%
- Max-cap violations: 0
- Crit Reg-Reg Startpoint: cache[39][39]$_DFFE_PP_
- Clock buffer depth: 4
- Die height: between 600 and 700 microns
- Flop pwr share: between 50 and 60%
- Routed wire length: 570 mm
- Initial antenna violation count: 15
- First DRT Iteration DRCs: 8089
- R2r endpoint: cache[35][39]$_DFFE_PP_
- Worst R2R Path Depth: 8
- Die X: 625 microns
- Input/output buffers: around 91
- Asr flop ratio synth: 0%
- Fillers: about 31000
- Max Transition Viols Final: 0
- Most numerous logic cell after layout: edfxtp_1
- Pleak: ~56 nW
- Layout area overhead: 14.3%
- Syn Inst Count: approximately 8400
- Min Clock Period, post-route: 39460 ps
- Largest type area fraction: about four fifths
- IO Count: just over 90
- GP Congestion: ~0.98
- WL per Instance: roughly 40 microns
- Fin. Hold Viols: 0
- Fin crit share: roughly 50%
- Largest net degree at the start of global routing: about 86
- Most common flop cell mapped by yosys: edfxtp_1
- Top cells by area: edfxtp_1 (79%), a22oi_1 (3.8%), mux2i_1 (3.3%)
- Flop area: 0.123 sq mm
- Yosys Instances: between 8000 and 9000
- F_max: approximately 0.025 GHz
- Type of destination of the critical path: output pin
- Hold slack: between 1000 and 1500 ps
- Global-route wire length before repair: 772 mm
- RSZ-0062 raised after global routing: no
- Dpl hpwl: 322 mm
- DRT Pass-1 Iters: 6
- Part of the power in combinational logic: 6.7%
- Maximum VDD drop: a little under 0.00002 V
- Clock share of power: 40.4%
- Final Util: between 40% and 50%
- CTS root buf: clkbuf_16
- Fp_density: about two fifths
- GRT Total Usage: 31.8%
- YS chip area: approximately 0.16 sq mm
- Top cells excl fill/tap: edfxtp_1 (4096), a22oi_1 (782), mux2i_1 (516)
- Drt drc: 0
- Max reg flops: ~4000
- Rel. slew slack: between 9 and 10%
- Gr ovfl total: 0
- Clock Sinks: 4096
- Crit path required time: roughly 63000 ps
- Row count: around 230
- DP Cell Count: about 14000
- Post-route ant nets: 0
- CP max FO: ~52
- Core area: just under 0.4 sq mm
- Final Non-Filler Cells: about 14000
- Post-Syn Area: ~0.16 sq mm
- Biggest regs: cache: 4096 flops
- Worst-Margin Slew: between 1000 and 1500 ps
- Number of hold buffers added after CTS: 0
- CTS tree: built
- Tool warnings: 26
- Kind of critical path: input pin to output pin
## area by class of cell
cell class,count,share of cell area (%)
inverter,10,0.0268
tap,5175,3.65
sequential,4096,69.4
multi-input combinational,3728,16.9
clock buffer,483,5.94
antenna,38,0.0537
timing repair buffer,588,2.75
clock inverter,231,1.23
## synth_stat cells, drive strengths merged, types with 37 or more instances
library cell	count
a21oi	177
a221o	61
a221oi	368
a22o	120
a22oi	782
a31oi	108
a41oi	58
buf	414
clkbuf	194
edfxtp	4096
mux2	110
mux2i	516
mux4	69
nand2	152
nand3	58
nand4	37
nor2	218
nor3	39
o21ai	185
o22a	49
o22ai	234
## critical path, cell delays in order
cell and delay, ps:
buf_8 380, buf_4 610, buf_4 670, buf_4 580
buf_4 550, buf_4 680, buf_4 700, buf_4 770
mux2i_1 320, o22ai_1 110, a221oi_1 280, a21oi_1 110
a2111oi_0 600, and3_1 260, a211o_1 160, a32oi_1 280
clkdlybuf4s50_1 560
## power by group through the flow
stage | registers (mW) | clock network [mW] | logic, mW
CTS | 2.46 | 1.88 | 0.300
global route | 2.46 | 1.96 | 0.321
finish | 2.46 | 1.88 | 0.312
## metal layers
| metal | wire length, microns | vias up | GRT usage [%] | part of all wire (%) |
|---|---|---|---|---|
| li1 | - | 36400 | - | - |
| met1 | 152000 | 44600 | 29.7 | 27 |
| met2 | 242000 | 9146 | 42.1 | 43 |
| met3 | 133000 | 1786 | 32.8 | 23 |
| met4 | 39800 | 80 | 16.9 | 7.0 |
| met5 | 2950 | - | 6.77 | 0.52 |
## worst min path at each step
stage,depth (start not counted),end,slack [ps]
6_report,5,cache[7][30]$_DFFE_PP_,1340
5_1_grt,5,cache[20][30]$_DFFE_PP_,1410
4_1_cts,5,cache[7][30]$_DFFE_PP_,1360
## cells by family (layout without fill, tap and decap cells)
logic type	after synthesis	after routing	synth area share, %
and+or+nand+nor	693	693	2.30
muxes	695	695	5.13
buffers and inverters	618	1312	2.07
other	0	38	0
DFF	4096	4096	79.3
AOI/OAI and AO/OA	2340	2340	11.2
## per-stage QoR
step                      setup WS [ps]  instance area, sq um
after global placement            39690                164000
after floorplan                   45230                155000
after global routing              39230                177000
after detailed placement          39770                164000
final                             39540                177000
after CTS                         39710                177000
Power figures rest on the tool's default switching activity, not on a simulated workload.
