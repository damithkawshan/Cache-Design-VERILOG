### flow/config.mk
export PLATFORM = sky130hd
export DESIGN_NAME = cache_controller
export DESIGN_NICKNAME = cache_controller
export VERILOG_FILES = /design/flow/design.v
export SDC_FILE = /design/flow/constraint.sdc
export NUM_CORES = 4
export LEC_CHECK = 1
export CORE_UTILIZATION = 40
### flow/constraint.sdc
current_design cache_controller

set clk_period 9.7
set clk_io_pct 0.2

create_clock -name clk0 -period $clk_period [get_ports {clk}]

set non_clock_inputs [all_inputs -no_clocks]
set_input_delay [expr $clk_period * $clk_io_pct] -clock clk0 $non_clock_inputs
set_output_delay [expr $clk_period * $clk_io_pct] -clock clk0 [all_outputs]
### flow/design.v
`timescale 1ns / 1ps
module cache_controller(
	 input clk,
    input [6:0] tag,  
    input [5:0] index, 
    input wr_en,  
    input flush,  
    input ready,  
    output stall,  
    output wr_en_mem, 
    output update_cache, 
	 output reg cache_hit  
    );
integer i;  
reg [6:0] tag_field [63:0]; 
reg validity_field [63:0];
initial begin
	for (i=0;i<64;i=i+1) begin
		validity_field[i]=1'b0;
		tag_field[i]=1'b0;
	end
end
assign update_cache=ready;  
assign stall=~(cache_hit|wr_en);  
assign wr_en_mem=wr_en;  
always @(posedge clk) begin  
	if (validity_field[index]) cache_hit=(tag_field[index]==tag);  
	else cache_hit=0;
	if (~wr_en) begin
		if (ready) begin  
			validity_field[index]=1;
			tag_field[index]=tag;
		end
	end
	if (flush) begin  
		for (i=0;i<64;i=i+1) begin
			validity_field[i]=1'b0;
		end
	end
end
endmodule
### flow/run.sh
#!/bin/bash
# OpenROAD 26Q1-2900-gdf79404cd8, Yosys 0.63+post, stock flow scripts
make -C /OpenROAD-flow-scripts/flow DESIGN_CONFIG=/design/flow/config.mk WORK_HOME=/design/flow/orfs finish
==> results.cfg <==
; synthesis and place-and-route metrics
[outcome]
status = complete, no violations

[clock_tree]
cts_tree = built
cts_buffers = 52
ctsHoldBuffers = 0
post-cts-setup-buffer-count = 0
clk_latency_ns = 0.59
clk_pin_slew_worst_paths_ns = 0.06
ctsRootBufferMaster = clkbuf_16
cts.path.max_buffers = 3
htreeDepth = 2
numClockSinks = 513
cts_resized = 0

[yosys]
area_leaders = edfxtp_1 67%, dfxtp_1 6.4%, mux4_2 3.8%, nor2_1 3.6%, mux2_2 2.2%
ys_cells = 1270
yosysWarnings = 1
synthCells = 1270
ys_chip_area_um2 = 20200
syn_area_per_cell_um2 = 15.90
ys.flops = 513
synth.top_cell.area_share_pct = 66.60
synth_cell_types = 77
yosys.stat.seqShare_pct = 73.05
top_area_cell = edfxtp_1
synthArstFlopShare_pct = 0
syn_area_um2 = 20200
ff_type = edfxtp_1
edf_count = 448

[route]
antenna_left = 0
antenna_cells_inserted = 0
wl_um = 54070
dr.first_iter.drc_count = 862
wl_met3_um = 7466
wl_met1_um = 20000
drcViolationCount = 0
highest_layer = met4
wl_met2_um = 24650
dr.pass1.iters = 7
vias = 11774
detail_route.wl_per_cell_um = 26.73
vias_per_cell = 5.820

[final_layout]
register_area_um2 = 14750
final-comb-area_um2 = 4972
fin_util_pct = 46.15
fin_cells = 2023
final_common_cell = edfxtp_1
design_area_um2 = 22780
syn2layout_area_growth_pct = 12.77
layout_top_cells = 448 x edfxtp_1, 193 x nor2_1, 65 x dfxtp_1
fillers = 4183
drive_gt1_share_pct = 17.88

[global_route]
grt_usage_pct = 23.57
grt_max_degree = 67
gr-total-overflow = 0
grt_pass1_vias = 12107
antenna_found_initial = 0
grt_pass1_wl_um = 79810

[pwr]
clock_power_share_pct = 41.6
p_comb_share_pct = 5.4
pwr-share-seq_pct = 53.0
swShare_pct = 21.47
intPower_mw = 3.568
ir_drop_mv = 0.1527
power.leakage_nw = 7.295
power_mw = 4.544
power.switching_mw = 0.9754
pwr_density_cell_nw_per_um2 = 199.5

[sta]
rsz0062_at_grt = no
fin_tns_setup_ns = 0
timing.slew.headroom_pct = 26.40
fin_ws_ns = 4.702
finalHoldViolCount = 0
max_freq_ghz = 0.2001
finalClockSkew_ns = 0.01213
finalCritPeriodShare_pct = 51.52
setup_viol = 0
hold_slack_ns = 0.4639
tightest_slew_ns = 1.100
slew_violations = 0
period_needed_ns = 4.998

[job]
tool_warnings = 25
maxCapViolCount = 0

[worst_setup_path]
path_cells = buf_4 > buf_4 > and2b_2 > a22oi_1 > o21ai_2 > o21ai_0 > o211ai_1 > or4_1 > a2111o_1 > nor4_2
cpLargestDelayFamily = AND-OR/OR-AND gates
start_kind = input pin
path_class = input pin to flip-flop
required_ns = 10.21
crit_arrival_ns = 5.50
reg2reg_to = cache_hit
cpPeakStageDelay_ns = 0.65
ff2ff_path_depth = 8
cp_common_cell = buf_4
cp_slowest_cell = buf_4
r2r_slack_ns = 7.09
end_kind = flip-flop
reg2reg_from = tag_field[33][4]
cp_max_fo = 50
critPathBufInv = 2

[placed_design]
port-buffer-count = 20
place_area_um2 = 21170
gp_congestion = 0.9450
place_ws_ns = 4.127
dp_hpwl_um = 32990
dp_cells = 1928

[die]
num_rows = 81
pin_count = 21
fp-utilization_pct = 40.92
fp.dieW_um = 226.7
core_area_um2 = 49360
die-area_um2 = 51400
die_y_um = 226.7

[worst_hold_path]
hp-start = validity_field[52]
holdPathStages = 2
worst_hold_path.endpoint = validity_field[52]
hold_class = flip-flop to flip-flop
## worst max-delay path by stage
| stage | startpoint | endpoint | slack [ns] | depth (start not counted) |
|---|---|---|---|---|
| CTS | index[1] | cache_hit | 4.72 | 12 |
| finish | index[0] | cache_hit | 4.70 | 10 |
| global route | index[1] | cache_hit | 4.45 | 12 |
## cells in the mapped netlist (3+ instances only)
cell and n:
nor3b_1 6, a221o_1 8, buf_4 8, and2_1 3, o2bb2ai_1 5, nor3_1 6, nand4_1 4, a32oi_1 5
mux4_2 34, nand3_1 25, xor2_1 4, a31oi_1 3, mux4_1 6, edfxtp_1 448, mux2_2 40, a22oi_1 50
a221oi_1 50, o21ai_0 24, dfxtp_1 65, o31ai_1 3, a21oi_1 31, a22o_1 6, o2111ai_1 3, o21ba_2 4
nor2_1 193, and3_1 6, mux2i_1 33, and3b_1 3, nand2_1 33, buf_6 6, o22ai_1 17, clkbuf_1 37
nand3b_1 3, buf_1 4, nor2b_1 5, buf_2 26, o211ai_1 8, a211oi_1 8
## routing by layer
metal  vias to the layer above  GRT usage [%]
met5                         -              0
li1                       5129              -
met3                       117          13.49
met1                      5827          32.37
met2                       701          33.91
met4                         0          6.670
## sequential cells by signal, summed over array words and instances, names as in the netlist
register	flops
cache_hit	1
tag_field	448
validity_field	64
## layout make-up
type                    count  area share (%)
multi-input cells         669           21.83
clock buffers              74           6.531
repair buffers             79           2.631
clock inverters            21          0.5383
inverters                   3         0.04944
well taps                 664           3.647
flip-flops and latches    513           64.77
## power groups by stage
stage | logic [mW] | clock network, mW | registers, mW
global route | 0.260 | 2.01 | 2.41
finish | 0.244 | 1.89 | 2.41
CTS | 0.244 | 1.92 | 2.41
## logic make-up (layout without fill, tap and decap cells)
logic type             Yosys count  after routing  share of synthesized area [%]
AND/OR/NAND/NOR                309            309                          6.907
multiplexers                   115            115                          8.567
XOR/XNOR                         6              6                         0.2974
buffers and inverters           88            177                          2.403
AND-OR/OR-AND                  239            239                          8.778
flip-flops                     513            513                          73.05
## worst register-to-register path, stage by stage, from the launching register on
cell	delay, ns
edfxtp_1	0.35
mux4_1	0.55
a22oi_1	0.24
o211ai_1	0.19
or4_4	0.55
xnor2_2	0.13
o31ai_1	0.09
a2111o_1	0.31
nor4_2	0.12
No activity file was given, so power comes from the tool's default toggle rates.
